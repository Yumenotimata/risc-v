$ cat flow/config.mk
export PLATFORM = sky130hd
export DESIGN_NAME = Regfile
export DESIGN_NICKNAME = Regfile
export VERILOG_FILES = /design/flow/design.v
export SDC_FILE = /design/flow/constraint.sdc
export NUM_CORES = 4
export LEC_CHECK = 1
export CORE_UTILIZATION = 40
$ cat flow/constraint.sdc
current_design Regfile

set clk_period 7.4
set clk_io_pct 0.2

create_clock -name clk0 -period $clk_period [get_ports {clk}]

set non_clock_inputs [all_inputs -no_clocks]
set_input_delay [expr $clk_period * $clk_io_pct] -clock clk0 $non_clock_inputs
set_output_delay [expr $clk_period * $clk_io_pct] -clock clk0 [all_outputs]
$ cat flow/design.v
module Regfile(
    input clk,
    input [4:0] reg_read_addr,reg_write_addr,
    input [31:0] reg_write_data,
    output [31:0] reg_read_data
);
    reg [31:0] regs [0:31];
    integer i;
    initial begin
        for(i=0;i<32;i++) begin
            regs[i] <= i;
        end
    end
    always @(posedge clk) begin
        regs[reg_write_addr] <= reg_write_data;
    end
    assign reg_read_data = regs[reg_read_addr];
endmodule
$ cat flow/run.sh
#!/bin/bash
# OpenROAD 26Q1-2900-gdf79404cd8, Yosys 0.63+post, stock flow scripts
make -C /OpenROAD-flow-scripts/flow DESIGN_CONFIG=/design/flow/config.mk WORK_HOME=/design/flow/orfs finish
==> metrics.yaml <==
dp_slack_ps: 1510
clock-sinks: 1024
drt_wl_total_um: 98700
fp_util: 0.404
vias: 20645
rsz0062_at_grt: "false"
warnings: 26
grtUsageTotal: 0.213
cts_buffers: 99
grt_pass1_vias: 21692
start_kind: "input port"
ios: 75
die_x_um: 318
rows: 115
layout-drive-gt1-share: 0.109
largestRegisters: "regs (1024)"
gp_congestion: 0.844
total_power_uw: 12000
cts_tree: "done"
max_slew_margin: 0.271
h-tree-depth: 3
ant_nets: 0
ys_area_mm2: 0.0398
clk_root_buffer_cell: "clkbuf_16"
ys_types: 23
yosysWarnings: 1
fillers: 8041
cp-end-kind: "output pin"
area_delta_synth_final_pct: 14.3
wl_per_cell_um: 26.5
avgSynthCellArea_um2: 17.9
dr.first_iter.drc_count: 1153
worst-slew-pin-transition_ps: 1090
clock.fmax_ghz: 0.170
finalClockPeriodUsage: 0.797
area_leaders: "edfxtp_1 77%, mux2i_1 13%, a22oi_1 1.8%"
yosys_cells: 2230
power.density_mw_per_mm2: 262
setup_viol: 0
synth_area_mm2: 0.0398
hold_viol_final: 0
largest_register: "regs"
postCtsSetupBuffers: 0
max-clock-path-buffers: 3
maxCapViolCount: 0
cp_max_fo: 28
hpwlAfterDp_um: 53800
run_status: "finished clean"
crit_required_ps: 5920
hold_buffers: 0
tns_ps: 0
top_area_frac: 0.772
fin_ws_ps: 1510
hp-class: "input port to register"
largest_area_cell: "edfxtp_1"
clkTransAtPathRegs_ps: 60
dieHeight_um: 318
portBuffers: 74
max-vdd-ir-drop_mv: 0.171
fin_crit_ps: 5890
drcViolationCount: 0
whs_path_depth: 2
arrival_ps: 4410
synth-seq-cells: 1024
via_per_inst: 5.54
netlist_instances: 2230
grt_max_degree: 84
ys_seq_share: 0.772
slew_violations: 0
die_area_mm2: 0.101
coreArea_mm2: 0.0986
cts_resized: 0
path_class: "input port to output pin"
leakage_uw: 0.0156
first_pass_iters: 5
grt_pass1_wl_um: 143000
antenna_found_initial: 7
largest_reg_flops: 1024
globalRouteOverflowTotal: 0
-- layout make-up --
class | count | area (µm²) | area share
well taps | 1287 | 1610 | 0.0353
diodes | 2 | 5.00 | 0.000110
clock inverters | 49 | 404 | 0.00887
multi-input cells | 1077 | 8610 | 0.189
clock buffers | 123 | 2610 | 0.0573
flip-flops and latches | 1024 | 30700 | 0.675
repair buffers | 164 | 1570 | 0.0345
-- per-layer routing --
| metal | vias up | GRT usage | wire length (µm) |
|---|---|---|---|
| li1 | 9149 | - | - |
| met1 | 10147 | 0.261 | 34400 |
| met2 | 1200 | 0.315 | 46100 |
| met3 | 137 | 0.156 | 15800 |
| met4 | 12 | 0.0391 | 2110 |
| met5 | - | 0.0170 | 242 |
-- final timing paths --
path	startpoint	end	slack, ps
worst min-delay path	reg_write_data[29]	regs[12][29]	1620
worst max-delay path	reg_read_addr[1]	reg_read_data[10]	1510
-- where the power goes --
group,internal [µW],total [µW],switching [µW]
Clock,2670,4730,2060
Sequential,6500,6530,23.5
Combinational,254,699,444
Total,9430,12000,2530
-- stage by stage --
step	instances	utilization	cell area, µm²	hold slack (ps)
after floorplan	2230	-	39800	1580
after global placement	3552	0.432	42500	2300
after detailed placement	3552	0.432	42500	2310
after CTS	3724	0.462	45600	1590
after global routing	3726	0.462	45600	1640
final	3726	0.462	45600	1620
-- logic make-up after synthesis --
logic type             after synthesis  synth area share
muxes                              512             0.129
buffers and inverters              129            0.0191
and+or+nand+nor                    277            0.0313
AOI/OAI and AO/OA                  288            0.0492
DFF                               1024             0.772
-- critical path, stage by stage --
cell and delay (ps):
clkdlybuf4s50_1 620, nor2b_4 740, buf_4 480, a22o_1 180, nor3_1 50, a31oi_1 250
nand3_1 140, clkdlybuf4s50_1 460
-- placed cells by master (no fill, tap or decap), drive strengths merged --
| master | instances |
|---|---|
| a22o | 64 |
| nand2 | 99 |
| and2 | 1 |
| diode | 2 |
| a31oi | 32 |
| or2 | 2 |
| nand2b | 4 |
| nor3 | 32 |
| nor2b | 2 |
| nand3b | 3 |
| or3 | 1 |
| buf | 91 |
| nor2 | 34 |
| clkinvlp | 2 |
| inv | 3 |
| clkbuf | 123 |
| or3b | 2 |
| nand3 | 97 |
| clkinv | 39 |
| edfxtp | 1024 |
| a22oi | 96 |
| bufinv | 5 |
| mux2i | 512 |
| clkdlybuf4s50 | 73 |
| a21oi | 96 |
-- Yosys cell counts --
cell type,number
mux2i_1,512
nor3_1,32
nand2_1,99
a21oi_1,96
buf_1,1
a31oi_1,32
buf_6,15
nand2b_1,4
edfxtp_1,1024
clkbuf_1,47
or3_1,1
nand3_1,97
buf_4,31
or2_2,2
buf_2,33
or3b_2,2
a22oi_1,96
nor2b_1,2
clkbuf_4,2
nand3b_1,3
and2_1,1
a22o_1,64
nor2_1,34
Power figures rest on the tool's default switching activity, not on a simulated workload.
